==> /design/flow/design.v <==
module traffic_signal(
    highway_signal, 
    lane_signal, 
    sensor, 
    clk, 
    rst
    );
    input sensor;
    input clk;
    input rst;
    output reg[1:0] highway_signal;
    output reg[1:0] lane_signal;
    reg[32:0] count=0,count_delay=0;
    reg delay_3s,delay_3s_2,count_yellow,count_yellow_2;
    wire enable_clk;
    parameter  high_green_lane_red =2'b00,
        high_yellow_lane_red =2'b01,
        high_red_lane_green =2'b10,
        high_red_lane_yellow =2'b11;
    reg[1:0] current_state;
    always @(posedge clk) 
    begin
        case(current_state)
            high_green_lane_red:
            begin
                count_yellow=0;
                count_yellow_2=0;
                highway_signal=2'b01;
                lane_signal=3'b11;
                if(sensor)
                    current_state=high_yellow_lane_red;
                else 
                    current_state =high_green_lane_red;
            end
            high_yellow_lane_red:
            begin
                highway_signal=2'b10;
                lane_signal=2'b11;
                count_yellow=1;
                count_yellow_2=0;
                if(delay_3s)
                    current_state =high_red_lane_green;
                else 
                    current_state=high_yellow_lane_red;
            end
            high_red_lane_green:
            begin
                highway_signal=2'b11;
                lane_signal=2'b01;
                count_yellow=0;
                count_yellow_2=0;
                if(!sensor)
                    current_state=high_red_lane_yellow;
                else
                    current_state =high_red_lane_green;
            end
            high_red_lane_yellow:
            begin
                highway_signal=2'b11;
                lane_signal=2'b10;
                count_yellow=0;
                count_yellow_2=1;
                if(delay_3s_2)
                    current_state=high_green_lane_red;
                else 
                    current_state =high_red_lane_yellow;
            end
            default: current_state=high_green_lane_red;
        endcase
      	if(rst)
                current_state <= high_green_lane_red;
    end
    always @(posedge clk) 
    begin
            if(enable_clk)
            begin
                if(count_yellow||count_yellow_2)
                    count_delay<=count_delay+1;
                    if ((count_delay==2)&& count_yellow) 
                    begin
                        delay_3s=1;
                        delay_3s_2=0;
                        count_delay<=0;
                    end
                    else if ((count_delay==2)&& count_yellow_2)
                    begin
                        delay_3s=0;
                        delay_3s_2=1;
                        count_delay<=0;
                    end
                    else 
                    begin
                        delay_3s=0;
                        delay_3s_2=0;
                    end
            end
    end
    always @(posedge clk) 
    begin
            count<=count+1;
            if(count==3)
            begin
                count<=0;
            end
    end
    assign enable_clk =count ==3 ?1:0;
endmodule
==> /design/flow/run.sh <==
#!/bin/bash
# OpenROAD 26Q1-2900-gdf79404cd8, Yosys 0.63+post, stock flow scripts
make -C /OpenROAD-flow-scripts/flow DESIGN_CONFIG=/design/flow/config.mk WORK_HOME=/design/flow/orfs finish
==> /design/flow/config.mk <==
export PLATFORM = sky130hd
export DESIGN_NAME = traffic_signal
export DESIGN_NICKNAME = traffic_signal
export VERILOG_FILES = /design/flow/design.v
export SDC_FILE = /design/flow/constraint.sdc
export NUM_CORES = 4
export LEC_CHECK = 1
export CORE_UTILIZATION = 30
==> /design/flow/constraint.sdc <==
current_design traffic_signal

set clk_period 7.8
set clk_io_pct 0.2

create_clock -name clk0 -period $clk_period [get_ports {clk}]

set non_clock_inputs [all_inputs -no_clocks]
set_input_delay [expr $clk_period * $clk_io_pct] -clock clk0 $non_clock_inputs
set_output_delay [expr $clk_period * $clk_io_pct] -clock clk0 [all_outputs]
==> flow_metrics.rpt <==
=== SYNTHESIS / PLACE & ROUTE SUMMARY ===
----------------------------------------------------
[Min path]
  Worst hold path class ........................ reg -> reg

[Power and ir drop]
  Cell internal power dissipation ........................ 0.7443 mW
  Leakage dissipation ........................ ~1.3 nW
  Proportion of power drawn by flip-flops and latches ........................ 0.499
  Power consumption ........................ 0.9342 mW
  Combinational fraction of design power ........................ 0.038
  Worst ir drop on vdd ........................ 0.0001900 V
  Proportion of total power due to net switching ........................ 0.2033
  Power density over the cells ........................ between 200 and 250 nW/um^2
  Total net switching power ........................ between 0.15 and 0.2 mW
  Portion of total power attributed to the clock network ........................ 0.463

[Worst setup path]
  Top fanout value on the critical path ........................ 1
  Combined buffer and inverter count along the critical path ........................ 1
  Slowest cell on crit path ........................ sky130_fd_sc_hd__clkdlybuf4s50_1
  Critical path startpoint category ........................ register
  CP Cell Sequence ........................ clkdlybuf4s50_1
  Endpoint arrival time on the critical path ........................ 1.08 ns
  Family of cells with the greatest summed delay on the critical path ........................ buffers and inverters
  Crit-path max cell delay ........................ ~0.45 ns
  Startpoint-to-endpoint class of the critical path ........................ reg -> out
  Crit. End Element ........................ output pin
  Req. time, crit path ........................ 6.24 ns
  Slack of the worst reg-to-reg path ........................ between 5 and 6 ns

[Yosys]
  Most frequent cells after synthesis ........................ sky130_fd_sc_hd__xnor2_1 (51), sky130_fd_sc_hd__dfxtp_1 (43), sky130_fd_sc_hd__nand4_1 (36)
  Avg Cell Area, Syn ........................ roughly 11 um^2
  Seq share, synth ........................ 0.5432
  Post-synth area from yosys stat ........................ 3520 um^2
  Cell total in the yosys stat output ........................ 314
  Count of synthesis-stage warnings from yosys ........................ 1
  Top cells by area, synth ........................ sky130_fd_sc_hd__edfxtp_1 (30%), sky130_fd_sc_hd__dfxtp_1 (24%), sky130_fd_sc_hd__xnor2_1 (13%)
  Count of library flops with an enable pin ........................ 35
  Number of distinct library cell variants in the gate-level netlist after synthesis ........................ 30
  Synth top area share ........................ 0.2986
  Mapped Cells ........................ approximately 310
  Primary flip-flop cell chosen by synthesis mapping ........................ sky130_fd_sc_hd__dfxtp_1
  Post-synthesis register bit count ........................ 78
  Area of the mapped netlist ........................ 3520 um^2
  Async set-reset flop share out of synthesis ........................ 0
  Synth top cell by count ........................ sky130_fd_sc_hd__xnor2_1
  Most area-hungry cell type in the Yosys netlist ........................ sky130_fd_sc_hd__edfxtp_1

[STA]
  Worst Tran Pin Value ........................ 0.5175 ns
  Unrepaired setup endpoints after global routing ........................ false
  Share of the clock period used by the worst path ........................ 0.3386
  Smallest setup slack after layout ........................ between 5 and 6 ns
  Worst slew margin relative to its limit ........................ 0.6524
  Count of final max-slew check failures ........................ 0
  Hold_ws ........................ 0.4165 ns
  Final count of hold timing violations ........................ 0
  Max frequency ........................ approximately 380 MHz
  Final Critical Period ........................ 2.641 ns
  Summed negative setup slack over all endpoints ........................ 0 ns
  Setup-violating endpoint count in the final report ........................ 0
  Fin Clk Skew ........................ about 0.0047 ns

[Layout]
  Count of placed standard cells in the final layout, fillers left out ........................ roughly 480
  Synth-to-layout area growth ........................ 15.85%
  Flip-flop and latch area ........................ about 1900 um^2
  Layout filler cell count ........................ 1115
  Utilization after layout ........................ 0.3571
  Fraction of layout cells with a size suffix above 1 ........................ 0.07808
  Post-route standard cell area excluding fillers ........................ between 4000 and 5000 um^2
  Area of the multi-input gates ........................ 1568 um^2

[Placement]
  Last weighted congestion value of the routability-driven placer ........................ 0.8025
  Port Buffers ........................ 6
  Half-perimeter wire length after detailed placement ........................ 4013 um
  Instance area at placement ........................ 3752 um^2
  Placement-stage worst setup slack ........................ 5.412 ns
  Placed cell count ........................ 460

[Drt]
  Final wirelength ........................ 5943 um
  WL/cell ........................ 12.49 um
  DRC marker count from the first detailed-route iteration ........................ 84
  DRC viols ........................ 0
  DR vias ........................ around 2.3k
  1st-pass router iterations ........................ 6
  Detailed-route vias per instance ........................ 4.836
  Top Layer Used ........................ met4
  Antenna violation net count after detailed routing ........................ 0
  M1 WL ........................ 3136 um
  Sum of met3 wire segment lengths after detailed routing ........................ 225 um
  N_diodes ........................ 0
  Met2 WL post-DR ........................ 2534 um

[Floorplan]
  Floorplan-stage core utilization ........................ 0.3082
  Top Ports ........................ 7
  Area of the die ........................ 12170 um^2
  Die x size ........................ 110.3 um
  Row Count ........................ 39
  Die Y-Extent ........................ about 110 um
  Core region area ........................ 11420 um^2

[Global routing]
  Largest net degree at the start of global routing ........................ 34
  Via count of the first global-routing pass ........................ around 2.1k
  Wire length of the first global-routing pass ........................ 10120 um
  Total track usage ........................ 0.1089
  Number of antenna violations at the first check in global routing ........................ 0
  Total congestion overflow after global routing ........................ 0

[Clocking]
  Number of buffers created by CTS ........................ 9
  Clock slew at the register clock pins of the worst setup and hold paths ........................ roughly 0.06 ns
  Total of hold buffers inserted after clock tree synthesis ........................ 0
  Clock insertion delay at the later pin of the skew report ........................ 0.33 ns
  Buffer cell driving the clock tree root ........................ sky130_fd_sc_hd__clkbuf_16
  Clock sink count ........................ 78
  Post CTS Setup Buffer Count ........................ 0
  CTS tree ........................ yes
  CTS resizes ........................ 0
  Htree depth ........................ 3
  Maximum number of buffers from clock root to sink ........................ 2

[Job]
  Number of max-cap violations ........................ 0
  Tool Warnings ........................ 26

[Run status]
  Outcome ........................ complete, no violations

----------------------------------------------------
[flip-flops by register name, indices dropped and copies added, names as in the netlist]
signal          cells
count_delay        33
current_state       4
count              33
lane_signal         2
count_yellow        1
delay_3s            1
highway_signal      2
count_yellow_2      1
delay_3s_2          1
[layer usage]
metal  up-vias  track usage
li1       1187            -
met1      1090       0.1678
met2        20       0.1593
met3         5      0.03535
met4         0      0.01034
met5         -            0
[area by class of cell]
cell class / count / area share
repair buffers: 7 / 0.01657
inverters: 7 / 0.006444
multi-input cells: 225 / 0.3845
clock buffers: 15 / 0.07855
flip-flops and latches: 78 / 0.4689
clock inverters: 1 / 0.001227
well taps: 143 / 0.04388
[layout by cell type (no fill, tap or decap), drive strengths merged, types with 11 or more instances in the layout]
| cell | instances |
|---|---|
| xnor2 | 51 |
| dfxtp | 43 |
| nand4 | 38 |
| edfxtp | 35 |
| nand2 | 24 |
| nor2 | 20 |
| nor4 | 20 |
| nand3 | 15 |
| clkbuf | 15 |
| and3 | 12 |
| xor2 | 11 |
[power by group through the flow]
stage / sequential, mW / combinational, mW / clock [mW]
CTS: 0.466 / 0.0359 / 0.442
global route: 0.469 / 0.0396 / 0.461
finish: 0.466 / 0.0355 / 0.432
[kinds of logic after synthesis]
logic type / count (synthesis) / share of synthesized area
simple gates: 155 / 0.2712
xor+xnor: 62 / 0.1543
fa+ha+maj: 3 / 0.01067
compound gates: 5 / 0.007819
buf+inv: 11 / 0.01280
flops: 78 / 0.5432
[worst paths after layout]
path	endpoint	start	cells after the start
setup / recovery	highway_signal[1]	highway_signal[1]$_DFF_P_	1
hold / removal	highway_signal[0]$_DFF_P_	current_state[2]$_DFF_P_	1
setup reg to reg	count_delay[18]$_SDFFCE_PP0P_	count[0]$_SDFF_PN0_	5
hold reg to reg	highway_signal[0]$_DFF_P_	current_state[2]$_DFF_P_	1
Power figures rest on the tool's default switching activity, not on a simulated workload.
